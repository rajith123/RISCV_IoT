**flow/constraint.sdc**
```tcl
current_design PC4

set clk_period 1.0
set clk_io_pct 0.2

create_clock -name clk0 -period $clk_period [get_ports {clock}]

set non_clock_inputs [all_inputs -no_clocks]
set_input_delay [expr $clk_period * $clk_io_pct] -clock clk0 $non_clock_inputs
set_output_delay [expr $clk_period * $clk_io_pct] -clock clk0 [all_outputs]
```
**flow/design.v**
```verilog
module PC4(
  input   clock,
  input   reset,
  input  [31:0] io_PC4_in,
  output [31:0] io_PC4_out
);
  reg [31:0] _T_6;
  reg [31:0] _GEN_0;
  assign io_PC4_out = _T_6;
  always @(posedge clock) begin
    _T_6 <= io_PC4_in;
  end
endmodule
```
**flow/run.sh**
```bash
#!/bin/bash
# OpenROAD 26Q1-2900-gdf79404cd8, Yosys 0.63+post, stock flow scripts
make -C /OpenROAD-flow-scripts/flow DESIGN_CONFIG=/design/flow/config.mk WORK_HOME=/design/flow/orfs finish
```
**flow/config.mk**
```make
export PLATFORM = sky130hd
export DESIGN_NAME = PC4
export DESIGN_NICKNAME = PC4
export VERILOG_FILES = /design/flow/design.v
export SDC_FILE = /design/flow/constraint.sdc
export NUM_CORES = 4
export LEC_CHECK = 1
export CORE_AREA = 10 10 91 91
export DIE_AREA = 0 0 101 101
```
==> results.toml <==
# synthesis and place-and-route metrics
[grt]
grt_usage = 0.04207
grt_pass1_wl_mm = 3.194
grt-ovfl-total = 0
grt_pass1_vias = 515
antenna_found_initial = 0
grt_max_degree = 11

[power_and_ir_drop]
total_power_mw = 2.567
ir_drop_v = 0.0004405
p_leak_nw = 0.5818
power_density_mw_per_mm2 = 1891

[layout]
top_register = "_T_6"
reg_top3 = "_T_6 (32)"
largest_reg_flops = 32
logic_gates = 0
syn_to_final_growth_pct = 111.9
drive_gt1_frac = 0.4135
logic_area_um2 = 0
final_area_mm2 = 0.001358

[final_timing]
layout_min_cycle_time_ns = 0.9550
timing.setup.tns_ns = 0
final_hold_viol_count = 0
rsz0062_at_grt = "no"
min_period_over_period = 0.9550
drv_slew = 0
max-slew-margin-rel = 0.9545
max_clock_freq_mhz = 1047
finalSetupViolations = 0
tightestPinTransition_ns = 0.06823

[logic_synthesis]
muxShareOfSynthArea = 0
top_cells_by_count = "dfxtp_1"
yosys.area_share.aoi = 0
ys_cells = 32
yosysWarnings = 1
simple_gate_share = 0
ys_seq_elements = 32
synth_chip_area_um2 = 640.6
adder_share = 0
top_area_cell = "dfxtp_1"
ff_type = "dfxtp_1"
xor_area_frac = 0
synthMostInstantiatedCell = "dfxtp_1"
synthCells = 32
postSynth.asyncResetShare = 0
ys_seq_frac = 1.000
synth-edff-count = 0
synth_cell_types = 1
synth_top_area_share = 1.000
topCellsByArea = "dfxtp_1"
syn_avg_cell_area_um2 = 20.02
syn_area_um2 = 640.6

[detailed_routing]
drc = 0
via_count = 489
drt_iter0_drc = 1
firstDrtPassIters = 3
post_drt_wl_per_cell_um = 12.44
wl_mm = 2.251
antennaDiodeCount = 0
ant_nets = 0
vias_per_cell = 2.702

[floorplanning]
core_mm2 = 0.006350
row_count = 29
ios = 66
fp_util = 0.1009
dieArea_mm2 = 0.01020
fp.dieH_um = 101
dieWidth_um = 101

[setup_path]
crit_buf_inv = 1
arrival_ns = 0.75
worstPathRequired_ns = 0.80
start_kind = "register"
critPathTopFamily = "flip-flops"
slowest_stage = "dfxtp_1"
crit_type = "reg -> out"
crit_chain = "clkdlybuf4s15_1"
cp-end-kind = "output port"
path_max_fanout = 1
startpoint = "_T_6[10]$_DFF_P_"
max_stage_delay_ns = 0.31

[hold_path]
whs_path_depth = 1
min_from = "io_PC4_in[28]"
min-delay-path-class = "in -> reg"
worstHoldEndpoint = "_T_6[28]$_DFF_P_"

[placed_design]
gp_congestion = 0.6833
numPortBuffers = 64
placed_area_mm2 = 0.001378

[clock_tree]
path_clk_slew_ns = 0.07
cts_num_sinks = 32
clockRootBuffer = "clkbuf_8"
cts_tree = "yes"
postCtsHoldBufs = 0
htree_levels = 2
clockBufferDepth = 2
cts_buffers = 5

[job]
max_cap_viol_count = 0
warnings = 26

[status]
outcome = "finished, final reports clean"
where the power goes:
| part | switching [mW] | internal, mW | total [mW] |
|---|---|---|---|
| clock network | 0.473 | 0.549 | 1.02 |
| logic | 0.0271 | 0.156 | 0.183 |
| registers | 0.0150 | 1.35 | 1.36 |
through the flow:
step	hold WS, ns	worst slack, ns	util	instances
after floorplan	0.2277	0.5385	-	32
after global placement	0.6495	0.01674	0.2169	173
after detailed placement	0.6517	0.01382	0.2169	173
after CTS	0.3428	0.001102	0.2311	181
after global routing	0.3304	0.002818	0.2138	181
final	0.3514	0.04503	0.2138	181
logic make-up after synthesis:
group	after synthesis
DFF	32
final cells by class:
class,count,area (um^2)
fill,669,4992
sequential,32,653.1
timing repair buffer,64,515.5
tap,77,96.34
clock buffer,6,82.58
clock inverter,2,10.01
worst max path at each step:
stage / endpoint / slack, ns / cells after the start
4_1_cts: io_PC4_out[17] / 0.001 / 1
5_1_grt: io_PC4_out[4] / 0.003 / 1
6_report: io_PC4_out[10] / 0.05 / 1
placed cells by master, fill, tap and decap left out, drive strengths merged:
master | synthesis | final
dfxtp | 32 | 32
clkbuf | 0 | 30
clkdlybuf4s15 | 0 | 7
clkdlybuf4s50 | 0 | 32
clkinv | 0 | 2
buf | 0 | 1
what timing repair did:
action / in CTS / in global routing
resized: 68 / 32
cloned: 0 / 0
setup buffers: 0 / 0
endpoints found under the setup margin: 32 / 24
pin swaps: 0 / 0
per-layer routing:
| metal | global-route usage | vias up | part of all wire |
|---|---|---|---|
| met4 | 0.008574 | 0 | 0.020 |
| met2 | 0.06634 | 36 | 0.47 |
| li1 | - | 237 | - |
| met3 | 0.04089 | 5 | 0.18 |
| met1 | 0.03856 | 211 | 0.33 |
| met5 | 0 | - | 0 |
Power figures rest on the tool's default switching activity, not on a simulated workload.
